[./run.sh]
#!/bin/bash
# OpenROAD 26Q1-2900-gdf79404cd8, Yosys 0.63+post, stock flow scripts
make -C /OpenROAD-flow-scripts/flow DESIGN_CONFIG=/design/flow/config.mk WORK_HOME=/design/flow/orfs finish
[./config.mk]
export PLATFORM = sky130hd
export DESIGN_NAME = ALU
export DESIGN_NICKNAME = ALU
export VERILOG_FILES = /design/flow/design.v
export SDC_FILE = /design/flow/constraint.sdc
export NUM_CORES = 4
export LEC_CHECK = 1
export CORE_UTILIZATION = 30
[./constraint.sdc]
current_design ALU

set clk_period 428.1
set clk_io_pct 0.2

create_clock -name clk0 -period $clk_period

set non_clock_inputs [all_inputs -no_clocks]
set_input_delay [expr $clk_period * $clk_io_pct] -clock clk0 $non_clock_inputs
set_output_delay [expr $clk_period * $clk_io_pct] -clock clk0 [all_outputs]
[./design.v]
`timescale 1ns/10ps
module add_4(
	input wire [3:0] rA, rB,
	input wire cIn,
	output wire [3:0] S,
	output wire cOut
	);
	wire [3:0] G;
	wire [3:0] P; 
	wire [3:0] C;
	assign G = rA & rB;
	assign P = rA ^ rB;
	assign C[0] = cIn;
	assign C[1]= G[0] | (P[0]&C[0]);
	assign C[2]= G[1] | (P[1]&G[0]) | P[1]&P[0]&C[0];
	assign C[3]= G[2] | (P[2]&G[1]) | P[2]&P[1]&G[0] | P[2]&P[1]&P[0]&C[0];
	assign cOut = G[3] | (P[3]&G[2]) | P[3]&P[2]&G[1] | P[3]&P[2]&P[1]&G[0] | P[3]&P[2]&P[1]&P[0]&C[0];
	assign S[3:0] = P ^ C;
endmodule
module add_16(
	input wire [15:0] rA, rB,
	input wire cIn,
	output wire [15:0] S,
	output wire cOut
	);
	wire cOutA;
	wire cOutB;
	wire cOutC;
	add_4 adderA(rA[3:0], rB[3:0], cIn, S[3:0], cOutA);
	add_4 adderB(rA[7:4], rB[7:4], cOutA, S[7:4], cOutB);				
	add_4 adderC(rA[11:8], rB[11:8], cOutB, S[11:8], cOutC);
	add_4 adderD(rA[15:12], rB[15:12], cOutC, S[15:12], cOut);
endmodule
module add_32(
	input wire [31:0] rA, rB,
	input wire cIn,
	output wire [31:0] S,
	output wire cOut
	);
	wire cOutTemp;
	add_16 adderA(rA[15:0], rB[15:0], cIn, S[15:0], cOutTemp);
	add_16 adderB(rA[31:16], rB[31:16], cOutTemp, S[31:16], cOut);
endmodule 
`timescale 1ns/10ps 
module ALU(
	input wire [31:0] A,
	input wire [31:0] B,
	input wire [4:0] opcode,
	output reg [63:0] result
	);
	parameter AND = 5'b00000;
	parameter OR =  5'b00001;
   parameter NOT = 5'b00010;
	parameter NEG = 5'b00011;
	parameter ADD = 5'b00100;
	parameter SUB = 5'b00101;
	parameter MUL = 5'b00110;
	parameter DIV = 5'b00111;
	parameter SHR = 5'b01000;
	parameter SHRA = 5'b01001;
	parameter SHL = 5'b01010; 
	parameter ROR = 5'b01011;
	parameter ROL = 5'b01100;
	wire [31:0] and_result;   
	wire [31:0] or_result;	 
	wire [31:0] not_result;	 
	wire [31:0] neg_result;	 
	wire [31:0] add_sum; 		 
	wire [31:0] add_result;	 
	wire [31:0] sub_diff; 	  
	wire [31:0] sub_result;   
	wire [63:0] mul_result;   
	wire [63:0] div_result;   
	wire [31:0] shr_result;   
	wire [31:0] shra_result;  
	wire [31:0] shl_result;   
	wire [31:0] ror_result;   
	wire [31:0] rol_result;   
	always @ (*) begin 
		case (opcode)
			AND : begin
						result[31:0] <= and_result[31:0];   
						result[63:32] <= 32'd0;
					end
			OR : begin
						result[31:0] <= or_result[31:0];    
						result[63:32] <= 32'd0; 
				  end
			NOT : begin
						result[31:0] <= not_result[31:0];   
						result[63:32] <= 32'd0;
					end
			NEG : begin
						result[31:0] <= neg_result[31:0];   
						result[63:32] <= 32'd0;
					end
			ADD : begin
						result[31:0] <= add_result[31:0];   
						result[63:32] <= 32'd0;
					end
			SUB : begin
						result[31:0] <= sub_result[31:0];   
						result[63:32] <= 32'd0;
					end
			MUL : begin
						result[63:0] <= mul_result[63:0];   
					end
			DIV : begin
						result[63:0] <= div_result[63:0];   
					end
			SHR : begin
						result[31:0] <= shr_result[31:0];   
						result[63:32] <= 32'd0;
					end
			SHRA : begin
						result[31:0] <= shra_result[31:0];  
						result[63:32] <= 32'd0;
					 end
			SHL : begin
						result[31:0] <= shl_result[31:0];   
						result[63:32] <= 32'd0;
					end
			ROR : begin
						result[31:0] <= ror_result[31:0];   
						result[63:32] <= 32'd0;
					end
			ROL : begin
						result[31:0] <= rol_result[31:0];   
						result[63:32] <= 32'd0;
					end
			default: begin
							result[63:0] <= 64'd0; 
						end
		endcase
	end 
	and_32 and_instance (A, B, and_result); 
	or_32 or_instance (A, B, or_result);
	not_32 not_instance (B, not_result);
	neg_32 neg_instance (B, neg_result);
	add_32 add_instance (A, B, 1'd0, add_result, add_sum);
	sub_32 sub_instance (A, B, 1'd0, sub_result, sub_diff);
	mul_32 mul_instance (A, B, mul_result);
	div_32 div_instance (A, B, div_result);
	shr_32 shr_instance (A, B, shr_result);
	shra_32 shra_instance (A, B, shra_result);
	shl_32 shl_instance (A, B, shl_result);
	ror_32 ror_instance (A, B, ror_result);	
	rol_32 rol_instance (A, B, rol_result);
endmodule 
`timescale 1ns/10ps
module and_32(
	input wire [31:0] rA, rB,
	output wire [31:0] rZ
	);
	genvar i;
	generate
		for (i=0; i<32; i=i+1) begin : gen_and
			assign rZ[i] = (rA[i])&(rB[i]);
		end
	endgenerate
endmodule
`timescale 1ns/10ps
module div_32(
	input wire [31:0] A, M,
	output reg [63:0] Q
	);
	reg [31:0] temp;
	integer count;
	always @ (A or M) begin 
		Q = {32'b0, A};
		for (count = 0; count < 32; count = count + 1) begin
			Q = Q << 1;
			temp = Q[63:32];
			Q[63:32] = Q[63:32] - M;
			if (Q[63] == 1) begin 
				Q[0] = 0;
				Q[63:32] = temp;
			end else begin
				Q[0] = 1;
			end
		end
	end
endmodule 
`timescale 1ns/10ps
module mul_32(
	input wire [31:0] M, Q,
	output reg [63:0] P
	);
	reg [2:0] bG [15:0];
	reg signed [32:0] cA;
	reg signed [63:0] sCA;
	wire [31:0] nM;
	neg_32 neg_operation(M, nM);
	integer i, j;
	always @(*) begin
		P = 0;
		for (i=0; i<16; i=i+1) begin
			if (i==0) begin
				bG[i] = {Q[i+1], Q[i], 1'b0};
			end else begin
				bG[i] = {Q[(i*2)+1], Q[(i*2)], Q[(i*2)-1]};
			end
		end
		for (j=0; j<16; j=j+1) begin
			case(bG[j])
				3'b001 : cA = {M[31], M[31:0]};
				3'b010 : cA = {M[31], M[31:0]};
				3'b011 : cA = {M[31:0], 1'b0};
				3'b100 : cA = {nM[31:0], 1'b0};
				3'b101 : cA = {nM[31], nM[31:0]};
				3'b110 : cA = {nM[31], nM[31:0]};
				3'b111 : cA = 0;
				default : cA = 0;
			endcase
			sCA = cA << (j*2);
			P = P + sCA;
		end
	end
endmodule 
`timescale 1ns/10ps
module neg_32(
	input wire [31:0] rA,
	output wire [31:0] rZ
	);
	wire [31:0] zTemp;
	wire cOut;
	not_32 not_instance (rA, zTemp);
	add_32 add_instance (zTemp, 32'd1, 1'd0, rZ, cOut);
endmodule 
`timescale 1ns/10ps
module not_32(
	input wire [31:0] rA,
	output wire [31:0] rZ
	);
	assign rZ = (rA ^ {32{1'b1}});
endmodule 
`timescale 1ns/10ps
module or_32(
	input wire [31:0] rA, rB,
	output wire [31:0] rZ
	);
	genvar i;
	generate
		for (i=0; i<32; i=i+1) begin : gen_or
			assign rZ[i] = (rA[i])|(rB[i]);
		end
	endgenerate
endmodule
module rol_32(
	input wire [31:0] rIn, rotB,
	output wire [31:0] rOut
	);
	reg [31:0] oTemp;
	always @ (*)
		begin
			oTemp = ((rIn << rotB) | (rIn >> (32 - rotB)));
		end
	assign rOut = oTemp;
endmodule
module ror_32(
	input wire [31:0] rIn, rotB,
	output wire [31:0] rOut
	);
	reg [31:0] oTemp;
	always @ (*)
		begin
			oTemp = ((rIn >> rotB) | (rIn << (32 - rotB)));
		end
	assign rOut = oTemp;
endmodule 
`timescale 1ns/10ps
module shl_32(
	input wire [31:0] rA, rB,
	output wire [31:0] rZ
	);
	assign rZ = rA << rB;
endmodule 
`timescale 1ns/10ps
module shr_32(
	input wire [31:0] rA, rB,
	output wire [31:0] rZ
	);
	assign rZ = rA >> rB;
endmodule 
`timescale 1ns/10ps
module shra_32(
	input wire [31:0] rA, rB,
	output wire [31:0] rZ
	);
	assign rZ = $signed(rA) >>> rB;
endmodule
`timescale 1ns/10ps
module sub_32(
	input wire [31:0] rA, rB,
	input wire cIn,
	input wire [31:0] S,
	output wire cOut
	);
	wire [31:0] cTemp;
	neg_32 neg_operation(rB, cTemp);
	add_32 add_operation(rA, cTemp, cIn, S, cOut);
endmodule 
==> CHANGELOG.md <==
### Physical design

* Drt initial violations at 12.48k
* Vias in the first global route at 103.4k
* Tcrit/Tclk final at 0.8641
* Mapped cell area at 98100 um2
* P_int at 338400 uW
* Top post-synthesis cells by count: 1585 x a21oi_1, 1565 x nand2_1, 1230 x ha_1, 1213 x nor2_1, 1174 x o21ai_0
* Top cells, area: ha_1 16%, fa_1 12%, a21oi_1 8.1%
* CP Class: primary input to output pin
* CP Capture Type: output pin
* Die height at 573.8 um
* Yosys stat chip area at 98100 um2
* Sw Share at 0.5512
* Worst slack, placed at 61.24 ns
* Largest net degree at the start of global routing at 95
* Maximum resistive drop on vdd at 0.005401 V
* Min-Delay Path Depth at 5
* 1st-pass router iterations at 11
* Final Hold Fails at 0
* Ys Warns at 8
* Final slew viol count at 5
* Register area at 0 um2
* Setup ws final at 58.16 ns
* Crit path arrival time at 284.32 ns
* Worst slew pin tran at 1.622 ns
* Slew HR at -0.08128
* CTS resizes at 0
* Port Buffers at 133
* Congestion Overflow GR at 0
* Setup TNS at 0 ns
* Hold Path Class: primary input to output pin
* Max Cap Violations at 2
* Die width at 573.8 um
* Max Fclk at 2.703 MHz
* Post-CTS setup buffer count at 0
* Ys cells at 14.32k
* Slowest CP cell: xnor2_1
* Most frequent CP cell: o21ai_0
* Area grow syn2layout at 7.665%
* Die area at 329300 um2
* Final GP Congestion at 1.159
* Finish-stage setup viols at 0
* Critical path's largest stage delay at 0.65 ns
* Cell count after synthesis at 14.32k
* Yosys cell types at 118
* WL per Instance at 28.55 um
* First-pass GRT wire length at 744700 um
* CP required at 342.48 ns
* Post-Route WL at 526200 um
* Synth top cell by count: a21oi_1
* Top-area cell share at 0.1569
* RSZ-0062 raised after global routing: no
* # clk buffers at 0
* Vias per cell at 6.034
* Ports at 133
* Post-DP HPWL at 397800 um
* Hold-fix buffers, CTS at 0
* Static Leak at 0.04683 uW
* Total track usage at 0.3178
* Num rows at 209
* Share of layout cells above drive strength 1 at 0.07067
* Worst setup SP type: primary input
* Synth area leader: ha_1
* Core footprint at 324800 um2
* Initial Utilization at 0.3021
* Seq/Total Area, Yosys at 0
* Initial antenna violation count at 80
* Seq cells at 0
* Failing checks: capacitance limit, slew limit
* CP Max Fanout at 70
* Fill count at 34.86k
* Vias at 111.2k
* Fin crit period at 369.94 ns
* Pwr dens at 7140 nW/um2
* P_sw at 415600 uW
* Final ANT Viol Nets at 0
* Post-route DRC at 0
* Status: finished with violations
* Tool warnings at 74
* Avg Synthesized Cell Area at 6.851 um2
## cells by family after synthesis
| group | after synthesis | share of synthesized area |
|---|---|---|
| AND/OR/NAND/NOR | 3903 | 0.1748 |
| buffers and inverters | 1986 | 0.07664 |
| multiplexers | 458 | 0.05053 |
| AND-OR/OR-AND | 5167 | 0.3341 |
| XOR/XNOR | 997 | 0.08936 |
| adder cells (fa/ha/maj) | 1808 | 0.2745 |
## cell type report
type / instances / area, um2 / share of cell area
Multi-Input combinational cell: 12330 / 90940 / 0.8610
Tap cell: 4325 / 5411 / 0.05123
Timing Repair Buffer: 680 / 5226 / 0.04948
Inverter: 1025 / 3876 / 0.03670
Antenna cell: 68 / 170.2 / 0.001611
## per-stage QoR
step | std cells | utilization | area, um2 | total power, uW | hold WS [ns]
final | 18430 | 0.3252 | 105600 | 754100 | 172.76
after global routing | 18390 | 0.3249 | 105500 | 768600 | 172.70
after CTS | 18360 | 0.3246 | 105400 | 754800 | 172.69
after detailed placement | 18360 | 0.3246 | 105400 | 753100 | 172.69
after global placement | 18360 | 0.3246 | 105400 | 750000 | 172.68
after floorplan | 14320 | - | 98100 | 859800 | 171.49
## placed cells by master, fill, tap and decap left out, types with 62 or more instances in the layout
cell,n
a21oi_1,1583
a22oi_1,159
nand2_1,1557
inv_1,969
o31ai_1,160
or3_1,65
nor2b_1,100
clkdlybuf4s50_1,73
a21o_1,471
o221ai_1,62
o211ai_1,79
a221o_1,73
o21bai_1,192
nor3_1,181
nor2_1,1195
nand2b_1,164
o22ai_1,152
nand3_1,220
mux2i_1,319
and2_1,132
mux2_2,115
a21boi_0,169
or2_2,75
a211oi_1,118
buf_4,562
o21a_1,103
o21ai_0,1168
a221oi_1,232
diode_2,68
xor2_1,231
ha_1,1228
fa_1,575
xnor2_1,746
## final timing paths
| path | startpoint | endpoint |
|---|---|---|
| worst min-delay path | A[0] | result[32] |
| worst max-delay path | A[31] | result[39] |
## critical path, delay by kind of cell
kind | cells | cell delay (ns)
adders and majority gates | 32 | 9.39
buffers and inverters | 51 | 13.95
muxes | 14 | 4.98
xor gates and xnor gates | 27 | 5.18
and+or+nand+nor | 191 | 30.48
AOI/OAI and AO/OA | 735 | 134.40
## per-layer routing
layer,vias up,global-route usage,wire length (um)
met3,2308,0.1674,75780
met1,50930,0.3614,188100
met2,6975,0.4366,205100
met4,86,0.2589,55200
met5,-,0.03572,2016
li1,50910,-,-
Power and IR drop assume default switching activity.
