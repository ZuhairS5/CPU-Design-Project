==> design.v <==
module mux_32_1 (		
		input wire [31:0] MuxInR0,
		input wire [31:0] MuxInR1,
		input wire [31:0] MuxInR2, 
		input wire [31:0] MuxInR3, 
		input wire [31:0] MuxInR4, 
		input wire [31:0] MuxInR5, 
		input wire [31:0] MuxInR6, 
		input wire [31:0] MuxInR7,								
		input wire [31:0] MuxInR8, 
		input wire [31:0] MuxInR9, 
		input wire [31:0] MuxInR10, 
		input wire [31:0] MuxInR11, 
		input wire [31:0] MuxInR12, 
		input wire [31:0] MuxInR13, 
		input wire [31:0] MuxInR14, 
		input wire [31:0] MuxInR15,
		input wire [31:0] MuxInHI, 
		input wire [31:0] MuxInLO, 
		input wire [31:0] MuxInZHI, 
		input wire [31:0] MuxInZLO, 
		input wire [31:0] MuxInPC, 
		input wire [31:0] MuxInMDR, 
		input wire [31:0] MuxInMAR,
		input wire [31:0] MuxInPort, 
		input wire [31:0] MuxInC,
		input wire [4:0] MuxSelect,
		output reg [31:0] MuxOut
		);
		always @ (*) begin
			case (MuxSelect)
				5'b00000: MuxOut <= MuxInR0;
				5'b00001: MuxOut <= MuxInR1;
				5'b00010: MuxOut <= MuxInR2;
				5'b00011: MuxOut <= MuxInR3;
				5'b00100: MuxOut <= MuxInR4;
				5'b00101: MuxOut <= MuxInR5;
				5'b00110: MuxOut <= MuxInR6;
				5'b00111: MuxOut <= MuxInR7;
				5'b01000: MuxOut <= MuxInR8;
				5'b01001: MuxOut <= MuxInR9;
				5'b01010: MuxOut <= MuxInR10;
				5'b01011: MuxOut <= MuxInR11;
				5'b01100: MuxOut <= MuxInR12;
				5'b01101: MuxOut <= MuxInR13;
				5'b01110: MuxOut <= MuxInR14;
				5'b01111: MuxOut <= MuxInR15;
				5'b10000: MuxOut <= MuxInHI;
				5'b10001: MuxOut <= MuxInLO;
				5'b10010: MuxOut <= MuxInZHI;
				5'b10011: MuxOut <= MuxInZLO;
				5'b10100: MuxOut <= MuxInPC;
				5'b10101: MuxOut <= MuxInMDR;
				5'b10110: MuxOut <= MuxInMAR;
				5'b10111: MuxOut <= MuxInPort;
				5'b11000: MuxOut <= MuxInC;
				default: MuxOut <= 32'b0;
			endcase
		end 			
endmodule 
==> run.sh <==
#!/bin/bash
# OpenROAD 26Q1-2900-gdf79404cd8, Yosys 0.63+post, stock flow scripts
make -C /OpenROAD-flow-scripts/flow DESIGN_CONFIG=/design/flow/config.mk WORK_HOME=/design/flow/orfs finish
==> config.mk <==
export PLATFORM = sky130hd
export DESIGN_NAME = mux_32_1
export DESIGN_NICKNAME = mux_32_1
export VERILOG_FILES = /design/flow/design.v
export SDC_FILE = /design/flow/constraint.sdc
export NUM_CORES = 4
export LEC_CHECK = 1
export CORE_AREA = 10 10 324 324
export DIE_AREA = 0 0 334 334
==> constraint.sdc <==
current_design mux_32_1

set clk_period 5.3
set clk_io_pct 0.2

create_clock -name clk0 -period $clk_period

set non_clock_inputs [all_inputs -no_clocks]
set_input_delay [expr $clk_period * $clk_io_pct] -clock clk0 $non_clock_inputs
set_output_delay [expr $clk_period * $clk_io_pct] -clock clk0 [all_outputs]
==> flow_summary.rst <==
Metrics
=======

.. list-table::
   :header-rows: 1

   * - Metric
     - Value
   * - Num ports
     - 837
   * - Quantity of I/O buffers inserted on ports
     - between 800 and 900
   * - Power density over the cells
     - 78.70 nW/um2
   * - Post-DRT Antenna Nets
     - 0
   * - Min-Delay Path Class
     - in -> out
   * - Number of vias per cell
     - roughly 4.3
   * - Most frequent cell after synthesis
     - sky130_fd_sc_hd__a22oi_1
   * - FP Rows
     - ~120
   * - Share of cells above drive strength 1
     - 10.34%
   * - DP Wirelength
     - ~120000 um
   * - Maximum resistive drop on vdd
     - ~0.000026 V
   * - Largest net degree at the start of global routing
     - 33
   * - Worst slew margin
     - around 24%
   * - Total of clock buffers placed in the layout
     - 0
   * - Met1 Use GR
     - between 20 and 30%
   * - Initial DRT Pass Iterations
     - 7
   * - Most heavily used metal layer in global routing
     - met2
   * - Cell area after synthesis
     - just under 6000 um2
   * - Final number of max-transition violations
     - 0
   * - Number of hold-slack violations in the final timing report
     - 0
   * - Fillers
     - between 10000 and 15000
   * - Cell types with the largest area share after synthesis
     - sky130_fd_sc_hd__a22oi_1 (23%), sky130_fd_sc_hd__mux2i_1 (16%), sky130_fd_sc_hd__a22o_1 (7.4%)
   * - Number of global-route vias before repair
     - around 13000
   * - Total via count after detailed routing
     - about 13000
   * - Antenna violations before repair
     - ~190
   * - Number of setup violations in the final report
     - 0
   * - Final Power
     - 1.295 mW
   * - M3 GR Usage
     - 14.78%
   * - Post-Route Setup TNS
     - 0 ns
   * - Remaining global-route overflow
     - 0
   * - Worst Tran Pin Value
     - about 1.1 ns
   * - Unique masters post-synth
     - 63
   * - Worst setup SP type
     - input port
   * - Post-synth seq share
     - 0%
   * - Post-CTS setup-driven buffer insertion count
     - 0
   * - Total routed wirelength
     - roughly 140000 um
   * - RSZ-0062 raised after global routing
     - false
   * - Syn. warnings
     - 1
   * - Mean Syn Cell Area
     - between 7 and 8 um2
   * - Synth area leader
     - sky130_fd_sc_hd__a22oi_1
   * - Utilization after layout
     - 16.77%
   * - Global-route wire length before repair
     - between 150000 and 200000 um
   * - Fin crit period
     - ~5.2 ns
   * - DRC Markers
     - 0
   * - GRT Total Usage
     - 23.57%
   * - Logic area
     - ~5500 um2
   * - Core utilization before placement
     - 5.901%
   * - Horizontal die dimension
     - about 330 um
   * - Leakage
     - approximately 5.7 nW
   * - Sequential cell count of the final layout
     - 0
   * - Dominant cell area share
     - between 20% and 30%
   * - Data arrival time at the worst-slack endpoint
     - roughly 4.1 ns
   * - Sequential standard cell area
     - 0 um2
   * - Chip area
     - ~110000 um2
   * - CP endpoint kind
     - output port
   * - Endpoint required time on the critical path
     - about 4.2 ns
   * - DIE HEIGHT
     - 334 um
   * - Count of tool warnings
     - 32
   * - DRC marker count from the first detailed-route iteration
     - between 1000 and 1500
   * - Max-cap check violation count
     - 0
   * - Number of cells produced by synthesis
     - about 800
   * - Met2 global-route usage
     - 34.72%
   * - Routed WL per cell
     - roughly 46 um
   * - Signed area change from the synthesized netlist to the final layout
     - 184.2%
   * - Largest fanout of any net on the critical path
     - 30
   * - Timing-limited maximum frequency
     - roughly 0.19 GHz
   * - Run status
     - finished, final reports clean
   * - Top cell types by occurrence after synthesis
     - sky130_fd_sc_hd__a22oi_1 (175), sky130_fd_sc_hd__mux2i_1 (90), sky130_fd_sc_hd__buf_2 (50)
   * - Core ar.
     - around 100000 um2
   * - Synthesized chip area reported by yosys
     - around 5800 um2
   * - Last weighted congestion value of the routability-driven placer
     - just over 1
   * - Part of the cycle the worst path needs
     - between 90% and 100%
   * - Crit path kind
     - in -> out
   * - Cell count listed in synth_stat.txt
     - around 800
[worst paths after layout]
| path | startpoint | end | cells after the start |
|---|---|---|---|
| min | MuxInR2[13] | MuxOut[13] | 5 |
| max | MuxSelect[0] | MuxOut[5] | 9 |
[power breakdown]
part / switching [mW] / internal, mW
combinational: 0.542 / 0.754
sequential: 0 / 0
clock: 0 / 0.00000125
[critical path, cell delays in order]
cell                              delay [ns]
sky130_fd_sc_hd__buf_4                  0.40
sky130_fd_sc_hd__buf_4                  0.24
sky130_fd_sc_hd__nand2_1                0.21
sky130_fd_sc_hd__or3_1                  0.52
sky130_fd_sc_hd__o221ai_1               0.58
sky130_fd_sc_hd__buf_4                  0.22
sky130_fd_sc_hd__a221oi_1               0.04
sky130_fd_sc_hd__nand4b_1               0.20
sky130_fd_sc_hd__clkdlybuf4s50_1        0.59
[layer usage]
layer  part of all wire, %  up-vias
met5                  0.99        -
met2                    42      962
met3                    14      339
met4                   2.5      222
li1                      -     5195
met1                    41     6107
[cell usage in the layout, fill, tap and decap left out, types with 5 or more instances in the layout]
| cell type | n |
|---|---|
| sky130_fd_sc_hd__mux2i_1 | 90 |
| sky130_fd_sc_hd__a32oi_1 | 7 |
| sky130_fd_sc_hd__a221oi_1 | 26 |
| sky130_fd_sc_hd__or3_1 | 7 |
| sky130_fd_sc_hd__mux2_2 | 12 |
| sky130_fd_sc_hd__and4_1 | 7 |
| sky130_fd_sc_hd__mux4_2 | 5 |
| sky130_fd_sc_hd__nand3_1 | 13 |
| sky130_fd_sc_hd__nand4_1 | 35 |
| sky130_fd_sc_hd__clkdlybuf4s50_1 | 830 |
| sky130_fd_sc_hd__buf_4 | 110 |
| sky130_fd_sc_hd__nor3_1 | 17 |
| sky130_fd_sc_hd__diode_2 | 48 |
| sky130_fd_sc_hd__a2111oi_0 | 6 |
| sky130_fd_sc_hd__a22oi_1 | 174 |
| sky130_fd_sc_hd__nand2b_1 | 8 |
| sky130_fd_sc_hd__nor2_4 | 15 |
| sky130_fd_sc_hd__a21oi_1 | 21 |
| sky130_fd_sc_hd__buf_12 | 6 |
| sky130_fd_sc_hd__o21ai_0 | 10 |
| sky130_fd_sc_hd__or4_1 | 11 |
| sky130_fd_sc_hd__o22ai_1 | 23 |
| sky130_fd_sc_hd__nor2_1 | 24 |
| sky130_fd_sc_hd__nor3_2 | 6 |
| sky130_fd_sc_hd__nand2_1 | 39 |
| sky130_fd_sc_hd__a22o_1 | 49 |
| sky130_fd_sc_hd__nor4_1 | 10 |
| sky130_fd_sc_hd__and3_1 | 24 |
[per-stage QoR]
stage / hold slack (ns) / std cells / setup slack (ns) / cell area (um2)
floorplan: 2.197 / 803 / 1.661 / 5791
global placement: 2.984 / 2950 / -0.1959 / 16320
detailed placement: 3.018 / 2950 / -0.1683 / 16320
CTS: 3.018 / 2950 / 0.03688 / 16330
global route: 3.063 / 2965 / 0.03888 / 16380
finish: 3.066 / 2998 / 0.1340 / 16460
[what timing repair did]
item,4_1_cts,5_1_grt
gates resized,2,2
hold buffers,0,0
endpoints found under the setup margin,2,2
hold endpoints to repair,0,0
[cell families after synthesis]
| kind of cell | synth area share [%] |
|---|---|
| buffers and inverters | 8.665 |
| AND/OR/NAND/NOR | 25.06 |
| AND-OR/OR-AND | 46.24 |
| multiplexers | 20.03 |
[layout make-up]
class                      count  share of cell area, %
multi-input combinational    713                  33.15
antenna                       48                 0.7298
timing repair buffer         948                  56.29
tap                         1287                  9.784
inverter                       2                0.04561
Power is estimated from default activity; no workload was simulated.
